## /design/flow/config.mk

```make
export PLATFORM = sky130hd
export DESIGN_NAME = LED_Display_light
export DESIGN_NICKNAME = LED_Display_light
export VERILOG_FILES = /design/flow/design.v
export SDC_FILE = /design/flow/constraint.sdc
export NUM_CORES = 4
export LEC_CHECK = 1
export CORE_AREA = 10 10 70 70
export DIE_AREA = 0 0 80 80
```

## /design/flow/constraint.sdc

```tcl
current_design LED_Display_light

set clk_period 1.3
set clk_io_pct 0.2

create_clock -name clk0 -period $clk_period

set non_clock_inputs [all_inputs -no_clocks]
set_input_delay [expr $clk_period * $clk_io_pct] -clock clk0 $non_clock_inputs
set_output_delay [expr $clk_period * $clk_io_pct] -clock clk0 [all_outputs]
```

## /design/flow/design.v

```verilog
module LED_Display_light(in,out);
input [3:0] in;
output [0:6] out;
assign out[0]= (~in[0]&~in[1]&~in[2]&in[3]) | (~in[0]&in[1]&~in[2]&~in[3]) | (in[0]&~in[1]&in[2]&in[3]) | (in[0]&in[1]&~in[2]&in[3]);
assign out[1]= (~in[0]&in[1]&~in[2]&in[3]) |(~in[0]&in[1]&in[2]&~in[3]) | (in[0]&~in[1]&in[2]&in[3]) | (in[0]&in[1]&~in[2]&~in[3])|(in[0]&in[1]&in[2]&~in[3]) | (in[0]&in[1]&in[2]&in[3]);
assign out[2]= (~in[0]&~in[1]&in[2]&~in[3]) |(in[0]&in[1]&~in[2]&~in[3]) | (in[0]&in[1]&in[2]&~in[3]) | (in[0]&in[1]&in[2]&in[3]);
assign out[3]= (~in[0]&~in[1]&~in[2]&in[3]) | (~in[0]&in[1]&~in[2]&~in[3]) | (~in[0]&in[1]&in[2]&in[3]) | (in[0]&~in[1]&in[2]&~in[3])|(in[0]&in[1]&in[2]&in[3]);
assign out[4]= (~in[0]&~in[1]&~in[2]&in[3]) | (~in[0]&~in[1]&in[2]&in[3]) | (~in[0]&in[1]&~in[2]&~in[3]) | (~in[0]&in[1]&~in[2]&in[3])|(~in[0]&in[1]&in[2]&in[3])|(in[0]&~in[1]&~in[2]&in[3]);
assign out[5]= (~in[0]&~in[1]&~in[2]&in[3]) | (~in[0]&~in[1]&in[2]&~in[3]) | (~in[0]&~in[1]&in[2]&in[3]) |(~in[0]&in[1]&in[2]&in[3])|(in[0]&in[1]&~in[2]&in[3]);
assign out[6]= (~in[0]&~in[1]&~in[2]) | (~in[0]&in[1]&in[2]&in[3]) | (in[0]&in[1]&~in[2]&~in[3]);
endmodule
```

## /design/flow/run.sh

```bash
#!/bin/bash
# OpenROAD 26Q1-2900-gdf79404cd8, Yosys 0.63+post, stock flow scripts
make -C /OpenROAD-flow-scripts/flow DESIGN_CONFIG=/design/flow/config.mk WORK_HOME=/design/flow/orfs finish
```

==> impl_metrics.toml <==
# flow metrics
[pwr]
pwr_density_cell_nw_per_um2 = 309
leakagePower_nw = 0.214
p_sw_frac = 0.426
ir_drop_uv = 51.8
p_clk_frac = 0
switching_power_uw = 64.2
comb_power_share = 1.000
p_int_uw = 86.6
pwr-share-seq = 0

[yosys]
syn_area_per_cell_sq_um = 6.96
synth-warning-count = 0
seq_area_frac_synth = 0
synth_cell_types = 22
top_cells_by_area = "buf_6 (14%), nand2b_4 (12%), nand2_1 (7.9%)"
yosysTopAreaCellShare = 0.143
yosysTopAreaCell = "buf_6"
yosysChipArea_sq_um = 236
synth_area_sq_um = 236
yosysCellCount = 34
netlist_instances = 34

[grt]
grt_pass1_vias = 274
grt_max_degree = 11
grt_overflow_total = 0
grtUsageTotal = 0.0252
grt_pass1_wl_microns = 1390
antenna_found_initial = 0

[final_timing]
rsz0062_at_grt = "yes"
timing.final.max_slew_violations = 0
setup_viol = 0
fin_ws_ns = 0.00257
tightestPinTransition_ns = 0.183
min_period_ns = 1.30
hold_viol = 0
slew-limit-headroom = 0.878
max_freq_mhz = 771
final.period_utilization = 0.998

[outcome]
status = "finished, final reports clean"

[cells_and_area]
seq_cells = 0
stdcell_count = 96
n_clock_buffer = 0
area_growth_pct = 106
regArea_sq_um = 0
lay_top_cells = "buf_6 (6), buf_4 (5), nand2_1 (4), buf_2 (4), nor2b_4 (3)"
final_util = 0.143
final_common_cell = "buf_6"
comb_area_sq_um = 260
nFillCells = 390
drive_above_1_share = 0.640

[placed_design]
hpwlAfterDp_microns = 629
dp.cells = 94
dp_slack_ns = -0.823
gp_congestion = 0.795
io_buffers = 11

[die]
rows = 21
core_sq_um = 3420
io_pins = 11
chipWidth_microns = 80
initial_core_util = 0.0692
die_h_microns = 80
dieArea_sq_um = 6400

[hold_path]
hold_path.class = "in -> out"

[detailed_routing]
avgViaCountPerCell = 3.14
antennaDiodeCount = 0
drc = 0
drtIter0Drc = 28
drt-total-wl_microns = 832
dr.pass1.iters = 4
wl_per_cell_microns = 8.67
ant_nets = 0
vias = 301

[worst_setup_path]
cp_max_fo = 5
startpoint_type = "input pin"
end_kind = "output port"
crit_arrival_ns = 1.04
critPathKind = "in -> out"
cp.required_ns = 1.04

[clock_network]
ctsHoldBuffers = 0

[flow_run]
warnings = 34
cap_viol_max_count = 0
## kinds of logic after synthesis
group                  count (synthesis)  synth area share
XOR/XNOR                               1            0.0370
buffers and inverters                  5             0.180
AND-OR/OR-AND                         10             0.317
AND/OR/NAND/NOR                       18             0.466
## layer usage
layer / GRT usage / routed length, microns / up-vias
met5: 0 / 0 / -
met4: 0 / 0 / 0
met3: 0.00114 / 39 / 0
met2: 0.0441 / 388 / 7
met1: 0.0349 / 403 / 138
li1: - / - / 156
## stage by stage
step / hold slack [ns] / power [mW] / instance area (sq um) / setup TNS (ns)
finish: 0.902 / 0.151 / 488 / 0
global route: 0.935 / 0.165 / 488 / -0.0497
CTS: 0.944 / 0.134 / 442 / -0.151
detailed placement: 1.65 / 0.132 / 418 / -5.54
global placement: 1.66 / 0.132 / 418 / -5.47
floorplan: 0.662 / 0.0644 / 236 / 0
## synthesized netlist by cell type, drive strengths merged
cell	count
a21oi	1
o32ai	1
a31o	1
o22ai	2
o21ai	2
nor2b	3
and3b	1
nor3	1
nand3	2
a221o	1
a21o	1
nand2b	3
buf	4
nor2	3
xnor2	1
nand2	5
inv	1
a31oi	1
## final cells by class
cell class | instances | area share
inverter | 1 | 0.00769
tap | 46 | 0.118
multi-input combinational | 29 | 0.533
timing repair buffer | 20 | 0.341
## worst max-delay path: stages
cell and delay (ns):
buf_8 0.10, buf_6 0.12, and3b_4 0.19, a221o_1 0.25, buf_2 0.12
## timing repair
item | in CTS | in global routing
gates resized | 48 | 16
buffers inserted | 1 | 0
pin swaps | 6 | 5
hold endpoints to repair | 0 | 0
setup endpoints to repair | 7 | 6
cloned | 1 | 0
## path summary, 6_finish.rpt
kind | from | to | cells after the start
hold / removal | in[3] | out[4] | 4
setup / recovery | in[1] | out[1] | 5
## power groups by stage
stage     clock (mW)  combinational (mW)  sequential (mW)
4_1_cts            0               0.134                0
5_1_grt            0               0.165                0
6_report           0               0.151                0
No activity file was given, so power comes from the tool's default toggle rates.
